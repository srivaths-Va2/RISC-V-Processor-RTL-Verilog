<file path="flow/config.mk">
export PLATFORM = sky130hd
export DESIGN_NAME = IFU
export DESIGN_NICKNAME = IFU
export VERILOG_FILES = /design/flow/design.v
export SDC_FILE = /design/flow/constraint.sdc
export NUM_CORES = 4
export LEC_CHECK = 1
export CORE_AREA = 10 10 70 70
export DIE_AREA = 0 0 80 80
</file>
<file path="flow/constraint.sdc">
current_design IFU

set clk_period 1.6
set clk_io_pct 0.2

create_clock -name clk0 -period $clk_period [get_ports {clk}]

set non_clock_inputs [all_inputs -no_clocks]
set_input_delay [expr $clk_period * $clk_io_pct] -clock clk0 $non_clock_inputs
set_output_delay [expr $clk_period * $clk_io_pct] -clock clk0 [all_outputs]
</file>
<file path="flow/design.v">
module INST_MEMORY (
    input[31:0] PC,
    input reset,
    output[31:0] instruction_word
);
    reg[31:0] Memory[9:0];        
    assign instruction_word = Memory[PC];
    always@(reset)
        begin
            if(reset == 1'b1)
                begin
                    Memory[0] = 32'b0;
                    Memory[1] = 32'b01;
                    Memory[2] = 32'b10;
                    Memory[3] = 32'b11;
                    Memory[4] = 32'b100;
                    Memory[5] = 32'b101;
                    Memory[6] = 32'b110;
                    Memory[7] = 32'b111;
                    Memory[8] = 32'b1000;
                    Memory[9] = 32'b1001;
                end
        end
endmodule
module IFU (
    input clk,
    input reset,
    output[31:0] instruction_word
);
    INST_MEMORY instruction_memory(PC, reset, instruction_word);
    reg[31:0] PC = 32'b0;
    always@(posedge clk, posedge reset)
        begin
            if(reset == 1'b1)
                PC <= 32'b0;             
            else if(reset == 1'b0)
                PC <= PC + 1;            
        end
endmodule
</file>
<file path="flow/run.sh">
#!/bin/bash
# OpenROAD 26Q1-2900-gdf79404cd8, Yosys 0.63+post, stock flow scripts
make -C /OpenROAD-flow-scripts/flow DESIGN_CONFIG=/design/flow/config.mk WORK_HOME=/design/flow/orfs finish
</file>
==> flow_metrics.py <==
# Generated from Yosys and OpenROAD reports
metrics = {
    "global_route": {
        "grt_max_degree": 6,
        "grt_overflow": 0,
        "grt.total_usage": 0.0274,
        "antenna_found_initial": 0,
        "grt_pass1_vias": 367,
        "grt_first_pass_wirelength_um": 1480,
    },
    "routing": {
        "vias_per_cell": 2.55,
        "antennaDiodeCount": 0,
        "drt-total-wl_um": 979,
        "detail-route-antenna-nets": 0,
        "drc_errors": 0,
        "drtPass1Iterations": 2,
        "vias": 293,
        "avgRoutedWirePerCell_um": 8.51,
        "drt-initial-drc-count": 1,
    },
    "synth": {
        "top_cell": "buf_4",
        "ys_types": 13,
        "edf_count": 0,
        "ys_seq_share": 0.212,
        "synthTopCellsByCount": "buf_4, dfrtp_1, ha_1, inv_1, nor2_1",
        "synth.area.top_cells": "buf_4, dfrtp_1, ha_1",
        "synth_area_um2": 472,
        "yosys_cells": 55,
        "ys_area_um2": 472,
        "synthFlopType": "dfrtp_1",
        "postSynthCellCount": 55,
        "syn_avg_cell_area_um2": 8.58,
        "async_flop_share": 1.00,
        "yosys_register_bits": 4,
        "yosys.area.top_type": "buf_4",
        "top_cell_area_share": 0.446,
        "yosysWarnings": 3,
    },
    "die": {
        "fp.dieH_um": 80,
        "pin_count": 34,
        "dieArea_mm2": 0.00640,
        "core_mm2": 0.00342,
        "num_rows": 21,
        "initial_core_util": 0.138,
        "die_w_um": 80,
    },
    "worst_setup_path": {
        "crit_buf_inv": 2,
        "crit_path_max_incr_delay_ns": 0.43,
        "cp.required_ns": 1.28,
        "crit_path_top_delay_cell": "dfrtp_2",
        "cp_top_family": "flip-flops",
        "worstPathMaxFanout": 3,
        "startpoint_type": "register",
        "r2r_cells": 4,
        "endpoint_kind": "output port",
        "arrival_ns": 1.28,
        "path_cells": "buf_12 -> ha_4 -> nor2_2 -> o22ai_1 -> buf_2",
        "path_class": "reg -> out",
        "crit_cells": 5,
    },
    "clock_tree": {
        "cts_root_buf": "clkbuf_4",
        "ctsHoldBuffers": 0,
        "cts-htree-levels": 1,
        "clk_pin_slew_worst_paths_ns": 0.04,
        "clock_latency_ns": 0.24,
        "cts.sinks": 4,
        "cts_tree": "done",
        "clock_path_buffers": 2,
        "numCtsBuffers": 3,
    },
    "timing": {
        "maxSlewViolCount": 0,
        "fin_setup_tns_ns": 0,
        "clock.fmax_ghz": 0.625,
        "fin_worst_skew_ns": 0.00281,
        "rsz0062_at_grt": "yes",
        "final-setup-viol-count": 0,
        "post-route-min-period_ns": 1.60,
        "finalClockPeriodUsage": 1.00,
        "finalHoldWorstSlack_ns": 0.421,
        "hold_viol": 0,
    },
    "status": {
        "outcome": "complete, no violations",
    },
    "flow_run": {
        "drv_cap": 0,
        "tool_warnings": 29,
    },
    "layout": {
        "synthToLayoutAreaGrowth_pct": 34.0,
        "reg_top3": "PC: 4 flops",
        "drive_gt1_frac": 0.391,
        "largest_reg_flops": 4,
        "fin_area_um2": 632,
        "regMostFlops": "PC",
        "fillers": 382,
    },
    "power_and_ir_drop": {
        "cellLeakagePower_nw": 0.298,
        "clkPwrFrac": 0.117,
        "p_int_w": 0.000681,
        "power_switching_w": 0.000402,
        "max-vdd-ir-drop_mv": 0.315,
        "totalPowerFinal_w": 0.00108,
        "comb_power_share": 0.670,
        "netSwitchingFraction": 0.371,
        "powerDensity_mw_per_mm2": 1710,
        "seqPwrFrac": 0.213,
    },
    "place": {
        "detailed_place.area_um2": 485,
        "portBuffers": 5,
        "place_congestion": 0.706,
        "dp_hpwl_um": 732,
    },
    "worst_hold_path": {
        "worstHoldPathType": "in -> async",
    },
}
[timing repair]
| item | CTS | global route |
|---|---|---|
| gates cloned | 0 | 0 |
| setup buffers | 5 | 0 |
| gates resized | 33 | 3 |
| pin swaps | 9 | 5 |
| setup endpoints to repair | 4 | 4 |
[power by group through the flow]
stage	clock (W)	combinational [W]	sequential, W
CTS	0.000130	0.000710	0.000229
global route	0.000147	0.000795	0.000238
finish	0.000127	0.000726	0.000230
[final cells by class]
type | count | area, um2 | share of cell area
Multi-Input combinational cell | 46 | 320 | 0.507
Timing Repair Buffer | 12 | 110 | 0.174
Sequential cell | 4 | 101 | 0.160
Tap cell | 46 | 57.6 | 0.0911
Clock buffer | 3 | 22.5 | 0.0356
Inverter | 4 | 20.0 | 0.0317
[final timing paths]
check / startpoint / slack, ns / endpoint
worst max-delay path: PC[0] / 0.0004 / instruction_word[0]
worst min-delay path: reset / 0.42 / PC[2]
worst max register to register: PC[0] / 0.44 / PC[1]
worst min register to register: PC[3] / 0.54 / PC[3]
max in group asynchronous: reset / 1.01 / PC[0]
min in group clk0: PC[3] / 0.54 / PC[3]
[metrics by stage]
stage	setup slack [ns]	utilization	instances
after floorplan	0.464	-	82
after global placement	-0.0671	0.142	107
after detailed placement	-0.0981	0.142	107
after CTS	0.00395	0.186	115
after global routing	-0.0712	0.185	115
final	0.000440	0.185	115
[cells in the final DEF (no fill, tap or decap), drive strengths merged]
| master | n |
|---|---|
| nor2 | 4 |
| nand4b | 1 |
| a21oi | 1 |
| o22ai | 1 |
| mux2 | 1 |
| conb | 28 |
| inv | 4 |
| clkbuf | 4 |
| xnor2 | 3 |
| nor3b | 1 |
| nand2b | 2 |
| clkdlybuf4s50 | 1 |
| buf | 10 |
| ha | 4 |
| dfrtp | 4 |
[per-layer routing]
layer | vias up | global-route usage | share of wire
met2 | 22 | 0.0449 | 0.48
met4 | 0 | 0.00528 | 0
met3 | 0 | 0.0114 | 0.072
met5 | - | 0 | 0
met1 | 129 | 0.0327 | 0.45
li1 | 142 | - | -
[logic make-up (layout without fill, tap and decap cells)]
group                    after synthesis  in the layout  share of synthesized area
flip-flops                             4              4                      0.212
adder cells (fa/ha/maj)                4              4                      0.106
multiplexers                           1              1                     0.0239
AND-OR/OR-AND                          2              2                     0.0239
XOR/XNOR                               3              3                     0.0557
AND/OR/NAND/NOR                        8              8                     0.0928
buffers and inverters                 32             19                      0.477
other                                  1             28                    0.00795
[worst register-to-register path, delay by kind of cell, from the launching register on]
kind | cells | cell delay [ns]
adder cells (fa/ha/maj) | 1 | 0.18
buffers and inverters | 2 | 0.18
flip-flops | 1 | 0.43
multiplexers | 1 | 0.25
